==> design.v <==
module bshift(instr_bit_25,imm_value, Rm, Rs, operand2, cin, c_to_alu, direct_data, use_shifter);
	parameter n=32;
	input [n-1:0] direct_data;
	input use_shifter;
	input instr_bit_25;  
	input [11:0] imm_value;  
	input [n-1:0] Rm;
	input [n-1:0] Rs;
	output [n-1:0] operand2;  
	input cin;
	output reg c_to_alu;
	wire instr_bit_25;
	wire [11:0] imm_value;
	reg [n-1:0] in;
	reg [n-1:0] out;
	reg [7:0] shiftby;  
	reg [n-1:0] junk;
	assign operand2 =(use_shifter==1)?out:direct_data ;
	always @* begin 
		if (instr_bit_25) begin
			in[n-1:8] = 0;
			in[7:0] = imm_value[7:0];
			shiftby[0]=0;
			shiftby[7:4]=4'd0;
			shiftby[4:1] = imm_value[11:8];
			{junk,out} = {in,in} >> shiftby[7:0];
			if(shiftby[7:0]==0) c_to_alu = cin;
			else c_to_alu = out[31];
		end
		else begin  
			if(imm_value[6:4] == 0) begin
				in = Rm;
				{c_to_alu,out} = {cin ,in} << imm_value[11:7];
			end
			if(imm_value[6:4] == 3'd1) begin
				in = Rm;
				shiftby[7:0] = Rs[7:0];
				{c_to_alu,out} = {cin,in} << shiftby[7:0];
			end
			if(imm_value[6:4] == 3'd2) begin
				in = Rm;
				{out, c_to_alu} = {in,cin} >> imm_value[11:7];
			end
			if(imm_value[6:4] == 3'd3) begin
				in = Rm;
				shiftby[7:0] = Rs[7:0];
				{out, c_to_alu} = {in,cin} >> shiftby[7:0];
			end
			if(imm_value[6:4] == 3'd4) begin
				in = Rm;
				if(in[n-1]){junk,out, c_to_alu} = {32'hFFFFFFFF,in,cin} >> imm_value[11:7];
				else {out, c_to_alu} = {in,cin} >> imm_value[11:7];
			end
			if(imm_value[6:4] == 3'd5) begin
				in = Rm;
				shiftby[7:0] = Rs[7:0];
				if(in[n-1]) {junk,out, c_to_alu} = {32'hFFFFFFFF,in,cin} >> shiftby[7:0];
				else {out,c_to_alu} = {in,cin} >> shiftby[7:0];
			end
			if((imm_value[6:4] == 3'd6)&&(imm_value[11:7]!=5'd0)) begin
				in = Rm;
				{junk,out,c_to_alu} = {in,in,cin} >> imm_value[11:7];
			end
			if(imm_value[6:4] == 3'd7) begin
				in=Rm;
				shiftby[7:0] = Rs[7:0];
				{junk,out,c_to_alu} = {in,in,cin} >> shiftby[4:0];  
			end
			if((imm_value[6:4] == 3'd6)&&(imm_value[11:7]==5'd0)) begin
				in= Rm;
				{out, c_to_alu} = {cin, in};
			end
		end
	end
endmodule 
==> run.sh <==
#!/bin/bash
# OpenROAD 26Q1-2900-gdf79404cd8, Yosys 0.63+post, stock flow scripts
make -C /OpenROAD-flow-scripts/flow DESIGN_CONFIG=/design/flow/config.mk WORK_HOME=/design/flow/orfs finish
==> config.mk <==
export PLATFORM = sky130hd
export DESIGN_NAME = bshift
export DESIGN_NICKNAME = bshift
export VERILOG_FILES = /design/flow/design.v
export SDC_FILE = /design/flow/constraint.sdc
export NUM_CORES = 4
export LEC_CHECK = 1
export CORE_UTILIZATION = 30
==> constraint.sdc <==
current_design bshift

set clk_period 28.2
set clk_io_pct 0.2

create_clock -name clk0 -period $clk_period

set non_clock_inputs [all_inputs -no_clocks]
set_input_delay [expr $clk_period * $clk_io_pct] -clock clk0 $non_clock_inputs
set_output_delay [expr $clk_period * $clk_io_pct] -clock clk0 [all_outputs]
==> flow_summary.toml <==
# flow metrics
[final_timing]
holdWs_ns = 12.30
setup_violations = 0
timing.final.ws_setup_ns = 11.01
finalCritPeriodShare = 0.6095
clock.fmax_mhz = 58.18
period_minus_slack_ns = 17.19
untimed_endpoints = 33
hold_viol = 0
worstMarginPinSlew_ns = 1.107
slew_viol_final = 0
maxSlewHeadroom = 0.2521
rsz0062_at_grt = "false"
unclocked_pins = 33
fin_tns_setup_ns = 0

[floorplanning]
fp_util = 0.3062
core_area_mm2 = 0.02972
die_w_um = 176.2
num_rows = 63
die-area_mm2 = 0.03103
die_height_um = 176.2
num_io_pins = 144

[setup_path]
path_buffers = 5
path_class = "in -> out"
path_common_cell = "buf_4"
critical_path.cell_chain = "clkdlybuf4s50_1 > buf_4 > o21ai_2 > buf_4 > o21ai_2 > nand2_2 > buf_4 > a22oi_1 > a221oi_1 > nor3_1 > o221ai_1 > o211ai_1 > dlxtn_1 > mux2_2 > clkdlybuf4s50_1"
cp.required_ns = 22.56
crit_path_end_kind = "output pin"
start_kind = "input port"
max_stage_delay_ns = 0.76
cp_max_fo = 27
crit_path_top_delay_cell = "a22oi_1"
arrival_ns = 11.55
crit_family = "AND-OR/OR-AND gates"

[worst_hold_path]
hp-start = "direct_data[1]"
holdPathEnd = "operand2[1]"
hold_class = "in -> out"
hold_depth = 3

[pwr]
p_leak_nw = 3.878
switching_share = 0.6335
p_int_mw = 0.09991
power_mw = 0.2726
vdd_ir_drop_max_v = 0.00001018
power.switching_mw = 0.1727
p_per_area_mw_per_mm2 = 25.71

[place]
post-place-cells = 1754
post_dp_cell_area_mm2 = 0.01060
port_buffers = 120
dpl_worst_slack_ns = 11.26
hpwl_mm = 44.16
place.gp.congestion = 1.007

[synthesis]
synth.area.top_cells = "mux2i_1 (12%), mux2_2 (7.4%), dlxtn_1 (5.4%)"
syn_area_per_cell_um2 = 6.941
top_cell_area_share = 0.1177
synth_flops = 33
synth_cells = 1311
yosys-stat-area_mm2 = 0.009100
edf_count = 0
netlist_area_mm2 = 0.009100
synth_cell_types = 90
async_reset_ff_frac = 0
ys_warn_count = 1
yosys-stat-cells = 1311
top_area_cell = "mux2i_1"
ff_type = "dlxtn_1"

[global_route]
grt_antenna_before_repair = 2
grt_pass1_vias = 11353
gr-total-overflow = 0
track_usage = 0.3770
grt_pass1_wl_mm = 83.28
grt_max_degree = 71

[detailed_routing]
drt-wirelength-per-cell_um = 33.16
antenna_left = 0
avgViaCountPerCell = 6.968
drtIter0Drc = 1736
vias = 12235
route.detailed.drc = 0
first_pass_iters = 6
wl_mm = 58.23

[status]
status = "completed"

[job]
maxCapViolCount = 0
warning_count = 56

[final_layout]
instances_no_fill = 1756
lay_top_count = "nand2_1"
postLayoutCoreUtil = 0.3568
fin_area_mm2 = 0.01060
syn2layout_area_growth_pct = 16.51
drive_above_1_share = 0.1166
lay_top_cells = "nand2_1 (130), clkdlybuf4s50_1 (119), mux2i_1 (105)"

[clock_network]
cts_resized = 0
post_cts_buffers = 0
hold_buffers = 0
[sequential cells by signal, summed over array words and instances (netlist names)]
register and count:
c_to_alu 1, out 32
[cell usage after synthesis, types with 15 or more instances]
cell type  instances
a211oi_1          35
o221ai_1          24
buf_2             43
nand2_1          131
a221oi_1          43
nand2b_1          25
dlxtn_1           33
mux2i_1          107
a22oi_1           44
o31ai_1           15
a21oi_1           74
mux2_2            60
o21ai_0           56
a31oi_1           15
nor3_1            33
o211ai_1          23
nand3_1           36
nor2_1           105
clkbuf_1          65
o22ai_1           27
buf_4             18
[power by group through the flow]
stage | sequential (mW) | combinational [mW] | clock, mW
CTS | 0.00850 | 0.255 | 0
global route | 0.00893 | 0.275 | 0
[worst max-delay path by stage]
stage,from,endpoint,cells past startpoint
6_report,imm_value[5],operand2[24],15
5_1_grt,imm_value[5],operand2[24],15
4_1_cts,imm_value[5],operand2[24],15
[tightest hold or removal path: stages]
cell and delay [ns]:
clkdlybuf4s50_1 0.45, mux2_2 0.13, clkdlybuf4s50_1 0.44
[layer usage]
| layer | vias to the layer above | wire (µm) | track usage |
|---|---|---|---|
| li1 | 5306 | - | - |
| met1 | 5886 | 23200 | 0.5006 |
| met2 | 852 | 25760 | 0.5848 |
| met3 | 191 | 5665 | 0.06851 |
| met4 | 0 | 3601 | 0.1909 |
| met5 | - | 0 | 0 |
[layout make-up]
| cell class | instances | area, µm² |
|---|---|---|
| Fill cell | 3226 | 19110 |
| Multi-Input combinational cell | 1159 | 8059 |
| Timing Repair Buffer | 163 | 1521 |
| Sequential cell | 33 | 495.5 |
| Tap cell | 390 | 488.0 |
| Inverter | 9 | 33.78 |
| Antenna cell | 2 | 5.005 |
[logic make-up after synthesis]
| kind of cell | count (synthesis) | synth area share |
|---|---|---|
| muxes | 173 | 0.2049 |
| buffers and inverters | 151 | 0.07892 |
| xor gates and xnor gates | 1 | 0.0009626 |
| other | 1 | 0.0004121 |
| latches | 33 | 0.05445 |
| and+or+nand+nor | 423 | 0.2252 |
| AOI/OAI and AO/OA | 529 | 0.4352 |
