==> design/flow/design.v <==
module alu(opcode, operand_1, operand_2, result, nzcv_old, nzcv, c_from_shifter, isWriteback);
parameter N = 32; 
input[3:0] opcode;	 
input wire [N-1:0] operand_1;  
input wire [N-1:0] operand_2;
input wire[3:0] nzcv_old;  
input wire c_from_shifter; 
output reg isWriteback;  
output reg[N-1:0] result;  
output reg [3:0] nzcv; 	
reg cin;
reg cout;
reg[N-1:0] neg;
always @(*) begin
	nzcv= nzcv_old;
	case(opcode)
		4'd0: begin
			result = operand_1 & operand_2;
			nzcv[1] = c_from_shifter;
			isWriteback = 1;
		end
		4'd1: begin
			result = operand_1 ^ operand_2;
			isWriteback = 1;
			nzcv[1] = c_from_shifter;
		end
		4'd2: begin
			neg = -operand_2;
			{cin, result[N-2:0]} = operand_1[N-2:0]+neg[N-2:0]; 
			{cout, result[N-1]} = cin+ operand_1[N-1]+neg[N-1];
			nzcv[1]  = cout;	 
			nzcv[0] = cin^cout;  
			isWriteback = 1;
		end
		4'd3: begin
			neg = -operand_1;
			{cin, result[N-2:0]} = operand_2[N-2:0]+neg[N-2:0]; 
			{cout, result[N-1]} = cin+ operand_2[N-1]+neg[N-1];
			nzcv[1]  = cout;	 
			nzcv[0] = cin^cout;  
			isWriteback = 1;
		end
		4'd4: begin
			{cin, result[N-2:0]} = operand_1[N-2:0]+operand_2[N-2:0]; 
			{cout, result[N-1]} = cin+ operand_1[N-1]+operand_2[N-1];
			nzcv[1]  = cout;	 
			nzcv[0] = cin^cout;  
			isWriteback = 1;
		end
		4'd5: begin
			{cin, result[N-2:0]} = operand_1[N-2:0]+operand_2[N-2:0]+nzcv_old[1]; 
			{cout, result[N-1]} = cin+ operand_1[N-1]+operand_2[N-1];
			nzcv[1]  = cout;	 
			nzcv[0] = cin^cout;  
			isWriteback = 1;
		end
		4'd6: begin
			neg = -operand_2;
			{cin, result[N-2:0]} = operand_1[N-2:0]+neg[N-2:0]+nzcv_old[1]-1; 
			{cout, result[N-1]} = cin+ operand_1[N-1]+neg[N-1];
			nzcv[1]  = cout;	 
			nzcv[0] = cin^cout;  
			isWriteback = 1;
		end
		4'd7: begin
			neg = -operand_1;
			{cin, result[N-2:0]} = operand_2[N-2:0]+neg[N-2:0]+nzcv_old[1]-1; 
			{cout, result[N-1]} = cin+ operand_2[N-1]+neg[N-1];
			nzcv[1]  = cout;	 
			nzcv[0] = cin^cout;  
			isWriteback = 1;
		end
		4'd8: begin
			result = operand_1 & operand_2;
			isWriteback = 0;
			nzcv[1] = c_from_shifter;
		end
		4'd9: begin
			result = operand_1 ^ operand_2;
			isWriteback = 0;
			nzcv[1] = c_from_shifter;
		end
		4'd10: begin
			neg = -operand_2;
			{cin, result[N-2:0]} = operand_1[N-2:0]+neg[N-2:0]; 
			{cout, result[N-1]} = cin+ operand_1[N-1]+neg[N-1];
			nzcv[1]  = cout;	 
			nzcv[0] = cin^cout;  
			isWriteback = 0;
		end
		4'd11: begin
			{cin, result[N-2:0]} = operand_1[N-2:0]+operand_2[N-2:0]; 
			{cout, result[N-1]} = cin+ operand_1[N-1]+operand_2[N-1];
			nzcv[1]  = cout;	 
			nzcv[0] = cin^cout;  
			isWriteback = 0;
		end
		4'd12: begin
			result = operand_1 | operand_2;
			isWriteback = 1;
			nzcv[1] = c_from_shifter;
		end
		4'd13: begin
			result = operand_2;
			isWriteback = 1;
			nzcv[1] =c_from_shifter;
		end
		4'd14: begin
			result = operand_1 & (~operand_2);
			isWriteback = 1;
			nzcv[1] =c_from_shifter;
		end
		4'd15: begin
			result = ~operand_2;
			isWriteback = 1;
			nzcv[1] = c_from_shifter;
		end
	endcase
	nzcv[3] = result[N-1]; 	 
	nzcv[2] = (result == 0);  
end
endmodule
==> design/flow/run.sh <==
#!/bin/bash
# OpenROAD 26Q1-2900-gdf79404cd8, Yosys 0.63+post, stock flow scripts
make -C /OpenROAD-flow-scripts/flow DESIGN_CONFIG=/design/flow/config.mk WORK_HOME=/design/flow/orfs finish
==> design/flow/config.mk <==
export PLATFORM = sky130hd
export DESIGN_NAME = alu
export DESIGN_NICKNAME = alu
export VERILOG_FILES = /design/flow/design.v
export SDC_FILE = /design/flow/constraint.sdc
export NUM_CORES = 4
export LEC_CHECK = 1
export CORE_UTILIZATION = 40
==> design/flow/constraint.sdc <==
current_design alu

set clk_period 23.2
set clk_io_pct 0.2

create_clock -name clk0 -period $clk_period

set non_clock_inputs [all_inputs -no_clocks]
set_input_delay [expr $clk_period * $clk_io_pct] -clock clk0 $non_clock_inputs
set_output_delay [expr $clk_period * $clk_io_pct] -clock clk0 [all_outputs]
==> results.ini <==
[yosys]
syn_area_sq_um = 13800
yosys_warnings = 1
synth_chip_area_sq_um = 13800
synth_stat.cells = 2078
synth.avg_cell_area_sq_um = 6.64
synth.distinct_cells = 96
synth_seq_share_pct = 0
syn-instance-count = 2078

[layout]
stdcell_count = 2571
final_cell_mix = nand2_1, ha_1, a21oi_1, nor2_1, o21ai_0
syn_to_final_growth_pct = 11.2
nClkBuffers = 0
flops = 0
layout_top_cell = nand2_1
drive_above_1_share_pct = 4.95
fin_util_pct = 45.4
seq_area_sq_um = 0

[setup_path]
start_kind = primary input
cpPeakStageDelay_ps = 690
crit_path_top_delay_cell = nor3_1
cp_max_fo = 8
critPathTopFamily = simple AND/OR/NAND/NOR gates
required_ps = 18560
crit_arrival_ps = 16500
worst_setup_path_end_kind = output port
critPathKind = in -> out
critPathBufInv = 2

[routing]
dr.pass1.iters = 8
drt_wl_total_mm = 64.2
vias = 16981
viasPerCell = 6.60
drtIter0Drc = 1757
final_antenna_net_count = 0
drcViolationCount = 0
routedWlPerCell_um = 25.0

[timing]
finalSetupViolCount = 0
drv_slew = 0
hold_violations = 0
rsz0062_at_grt = false
maxClockFrequency_ghz = 0.0473
max_slew_margin_pct = 42.5
worst_pin_slew_ps = 855
fin_setup_tns_ps = 0
min_period_over_period_pct = 91.1
period_minus_slack_ps = 21140

[clock_network]
post_cts_resize_count = 0
post_cts_buffers = 0
hold_buffers = 0

[floorplanning]
core-area_sq_um = 33800
ioPinCount = 110
placementRows = 67
die_w_um = 188
die_h_um = 188
dieArea_sq_um = 35300
fp_util_pct = 40.9

[worst_hold_path]
worstHoldPathType = in -> out

[pwr]
p_sw_w = 0.000303
worst_ir_drop_vdd_uv = 15.4
powerDensity_nw_per_um2 = 31.5
p_int_w = 0.000180
power_w = 0.000483
leakage_nw = 5.89
p_sw_share_pct = 62.7

[placement]
hpwl_mm = 53.1
finalWeightedCongestion = 1.01
io_buffer_count = 108
dp.cells = 2570

[global_route]
grt_pass1_wl_mm = 95.0
antenna_found_initial = 1
grt_overflow = 0
grt_max_degree = 54
grt_pass1_vias = 15107
grt_usage_pct = 35.9

[run]
drv_cap = 0
warnings = 107

[status]
status = complete, no violations

synthesized netlist by cell type, types with 19 or more instances:
cell | count | area [sq um]
a211oi_1 | 46 | 345
a21o_1 | 40 | 300
a21oi_1 | 167 | 836
a221oi_1 | 23 | 201
a22oi_1 | 26 | 195
a31oi_1 | 20 | 125
and2_1 | 24 | 150
and3_1 | 29 | 181
clkbuf_1 | 77 | 289
ha_1 | 171 | 2140
inv_1 | 112 | 420
nand2_1 | 185 | 694
nand3_1 | 61 | 305
nand4_1 | 42 | 263
nor2_1 | 162 | 608
nor3_1 | 86 | 430
nor4_1 | 40 | 250
o211ai_1 | 31 | 233
o21a_1 | 19 | 143
o21ai_0 | 135 | 676
or2_2 | 21 | 131
or3_1 | 25 | 156
xnor2_1 | 131 | 1150
xor2_1 | 37 | 324
layout make-up:
class	instances	area (sq um)
repair buffers	145	1350
fillers	3417	18400
multi-input cells	1865	13000
well taps	448	561
inverters	112	420
diodes	1	2.50
stage by stage:
stage / area, sq um / hold slack [ps] / setup WS, ps
detailed placement: 15300 / 10340 / 2530
floorplan: 13800 / 9460 / 6400
finish: 15400 / 10350 / 2060
global placement: 15300 / 10350 / 2510
global route: 15300 / 10400 / 1570
CTS: 15300 / 10350 / 2450
logic make-up after synthesis:
logic type | synth area share (%)
mux | 1.30
buf+inv | 5.97
xor+xnor | 10.8
compound gates | 36.1
simple gates | 29.0
fa+ha+maj | 16.8
per-layer routing:
metal	track usage, %	routed length (um)	vias to the layer above
met2	51.7	26200	816
met3	9.22	6910	72
met1	54.0	29600	8099
li1	-	-	7992
met4	6.60	1480	2
met5	0	12	-
tightest hold or removal path, stage by stage:
cell and delay, ps:
buf_2 160, a21oi_1 160, o32a_1 250, clkdlybuf4s50_1 490
path summary, 6_finish.rpt:
check	start	endpoint	slack, ps	depth (start not counted)
max	operand_1[2]	nzcv[2]	2060	31
min	opcode[1]	nzcv[3]	10350	4
power groups by stage:
stage         Clock [W]  Combinational [W]  Sequential (W)
CTS                   0           0.000469               0
global route          0           0.000521               0
Power figures rest on the tool's default switching activity, not on a simulated workload.
